`flow/config.mk`:
```
export PLATFORM = sky130hd
export DESIGN_NAME = fifo
export DESIGN_NICKNAME = fifo
export VERILOG_FILES = /design/flow/design.v
export SDC_FILE = /design/flow/constraint.sdc
export NUM_CORES = 4
export LEC_CHECK = 1
export CORE_UTILIZATION = 30
```
`flow/constraint.sdc`:
```
current_design fifo

set clk_period 1.8
set clk_io_pct 0.2

create_clock -name clk0 -period $clk_period [get_ports {clk}]

set non_clock_inputs [all_inputs -no_clocks]
set_input_delay [expr $clk_period * $clk_io_pct] -clock clk0 $non_clock_inputs
set_output_delay [expr $clk_period * $clk_io_pct] -clock clk0 [all_outputs]
```
`flow/design.v`:
```
module Counter_h(
input push,
input rst,
input pop,
output en,
output reg [1:0] count
);
reg [1:0] in;
assign en = push | pop;
always@(*) begin
	case(push)
		1'b0: in = count-1;
		1'b1: in = count+1;
	endcase
end
always@*
 begin
	if(rst)
		count<=0;
	else if(en)
		count<=in;
	else
	count <= count;
end
endmodule
`timescale 1ns / 1ps
module fifo(
input [7:0] data_in,
input push,
input pop,
input reset,
input clk,
output en,
output reg [7:0] data_out,
output wire fifo_full,
output wire fifo_empty
    );
 reg [7:0] reg0,reg1,reg2,reg3;
 wire [1:0] count;
 always@(posedge clk or posedge reset)
 begin
        if (reset)
          begin
            reg0<= 0;
           end
                else if(push)
                    begin
                        reg0 <= data_in;
                    end
                          else 
                            begin
                                reg0=reg0;
                            end
    end 
 always@(posedge clk or posedge reset)
 begin
        if (reset)
          begin
            reg1<= 0;
           end
                else if(push)
                    begin
                        reg1 <= reg0;
                    end
                          else 
                            begin
                                reg1=reg1;
                            end
    end 
 always@(posedge clk or posedge reset)
 begin
        if (reset)
          begin
            reg2<= 0;
           end
                else if(push)
                    begin
                        reg2 <= reg1;
                    end
                          else 
                            begin
                                reg2=reg2;
                            end
    end 
 always@(posedge clk or posedge reset)
 begin
        if (reset)
          begin
            reg3<= 0;
           end
                else if(push)
                    begin
                        reg3 <= reg2;
                    end
                          else 
                            begin
                                reg3=reg3;
                            end
    end 
Counter_h UUT(.push(push),
.rst(reset),
.pop(pop),
.en(en),
.count(count)
);
assign    fifo_full= count[2]&(~count[1])&(~count[0]);
assign    fifo_empty= (~count[2])&(~count[1])&(~count[0]);
always@(*) begin
	   case(count)
		  2'b00: data_out = reg0;
		  2'b01: data_out = reg1;
		  2'b10: data_out = reg2;
		  2'b11: data_out = reg3;
	   endcase
end
endmodule
```
`flow/run.sh`:
```
#!/bin/bash
# OpenROAD 26Q1-2900-gdf79404cd8, Yosys 0.63+post, stock flow scripts
make -C /OpenROAD-flow-scripts/flow DESIGN_CONFIG=/design/flow/config.mk WORK_HOME=/design/flow/orfs finish
```
==> notes.md <==
Physical implementation status

The run finished with clean final reports. The number of buffers created by CTS stands at 5. The most critical min-delay path falls under reg2reg. The worst setup path is launched from a flip-flop. The clock period minus final worst setup slack stands at 1.72 ns. At the floorplan stage, the core utilization is reported as 31.8%. In this run the number of H-tree levels came out at 2. Setup repair after global routing left no endpoint under its margin. The detailed router placed 1001 vias in this run.

The final tally of hold violations stands at 0. In the final layout, the share of cells above drive strength 1 is 32.1%. Warnings reported by Yosys during synthesis add up to 8. The leakage dissipation stands at about 0.001 uW.

TritonCTS built the clock tree. Looking at the worst setup and hold paths, the clock pins of their registers show a slew of 0.06 ns. The global-route wire length before repair stands at 4900 um. The tool warning count for the run is 28. The filler cell count in the final layout stands at ~500. The count of endpoints without a timing constraint stands at 2. Per STA, the highest per-stage delay on the worst path measures 0.38 ns. The growth of design area from synthesis to finish stands at 23.4%. The worst supply voltage drop on vdd stands at 626 uV. The last weighted congestion value of the routability-driven placer stands at ~0.76. The final timing report lists clock skew as 0.00376 ns.

The number of antenna violations at the first check in global routing was 0. STA classifies the critical path endpoint as a primary output. Dividing the detail-routed via count by the number of cells gives approximately 4.4. The arrival time of data at the worst endpoint is listed as 1.36 ns. The number of setup violations in the final report stands at 0. The normalized max-slew margin stands at 60.8%. From bottom edge to top edge, the die measures 76.3 um. The area recorded from the Yosys report for this design is 0.00165 mm^2.

Pin placement for this block handled 23 I/O pins. The post-synthesis area per instance stands at 13.6 um^2. The post-cts hold-fix buffer tally stands at 0. The area occupied by multi-input gates stands at 671 um^2. The final routed DRC violation total stands at 0. The number of cells produced by synthesis stands at 122. After layout, the design draws a total of 1830 uW. The worst setup path is of the reg2out kind. The buffer_ports step reported a buffer count of 20. The iteration count recorded for the first detailed-route pass is 5. STA on the placed design reports a worst setup slack of 0.0170 ns.

The total area inside the core boundary comes to roughly 0.0052 mm^2. The detail route stage leaves a number of antenna-violating nets equal to 0. The routed length per instance stands at around 12 um.

The final count of pins violating max slew stands at 0. STA lists the maximum fanout along the critical path as 2. The total power per unit cell area stands at 898 mW/mm^2. The final instance area stands at around 0.0020 mm^2. Entering global routing, the biggest net connects roughly 42 pins. The pin slew with the least headroom to its limit stands at 0.589 ns. The flow reports an fmax of roughly 0.6 GHz. The synthesized netlist was found by Yosys to have 122 cells. The initial DRC count stands at about 70. The final sum of negative setup slack stands at 0 ns. The maximum clock insertion buffer count stands at 2. The final antenna diode tally reported by the flow is 0.

Listed in order, past its start point the critical path passes a222oi_1 -> mux2i_1 -> clkdlybuf4s15_1. Per the detailed-route log, wirelength across all metal layers totals 2810 um. The HPWL after detailed placement is around 1700 um. The endpoint required time on the critical path stands at 1.44 ns. The placed standard-cell area stands at 0.00184 mm^2. The unique cell type count in the Yosys netlist stands at 19.

The global routing report lists combined usage of all routing layers as 10.6%. The register bit total from synthesis stands at 34. The chip occupies 0.00581 mm^2.

The via count of the first global-routing pass came to 1040. Per the OpenROAD floorplan log, the width of the die is approximately 76 um. The count of unclocked register or latch pins stands at 2. Global routing finished with a remaining overflow of 0. Looking at the critical path, the single cell with the biggest stage delay is sky130_fd_sc_hd__dfrtp_1. The final period utilization stands at 95.4%.

The number of max-cap violations stands at 0. The minimum setup slack in the final design stands at 0.0835 ns. Summing all flip-flop and latch instances after layout gives between 800 and 900 um^2.

The root buffer cell chosen for the clock tree is sky130_fd_sc_hd__clkbuf_8. In this run the cell area of the synthesized design comes to between 0.0015 and 0.002 mm^2. For the worst-skew pair, the clock arrives at the later sink with an insertion delay of 0.28 ns. The report lists the number of standard-cell rows as 26.
[timing repair]
action	in CTS	in global routing
buffers inserted	9	5
pin swaps	8	8
gates resized	8	9
setup endpoints to repair	8	9
[area by class of cell]
| type | instances | share of cell area [%] |
|---|---|---|
| inverters | 11 | 2.02 |
| clock inverters | 2 | 0.490 |
| clock buffers | 6 | 4.05 |
| multi-input cells | 67 | 32.9 |
| well taps | 70 | 4.29 |
| repair buffers | 36 | 15.6 |
| flip-flops and latches | 34 | 40.7 |
[final timing paths]
check | startpoint | cells after the start | slack [ns] | endpoint
worst max-delay path | reg2[3] | 3 | 0.08 | data_out[3]
worst min-delay path | reg0[0] | 1 | 0.51 | reg1[0]
worst max register to register | reg2[0] | 3 | 0.79 | reg2[0]
worst min register to register | reg0[0] | 1 | 0.51 | reg1[0]
max in group asynchronous | reset | 3 | 0.96 | reg2[7]
min in group asynchronous | reset | 3 | 0.55 | reg1[1]
[synth_stat cells, drive strengths merged]
master  instances  area share, %
a222oi          8            4.8
buf            10            6.7
clkbuf          1           0.30
conb            1           0.23
dfrtp          32             48
dlxtn           2            1.8
ha              4            3.0
inv            11            2.5
mux2           24             22
mux2i           8            4.8
nand2           8            1.8
nor2            3           0.68
o21ai           8            2.4
or2             1           0.38
xor2            1           0.53
[metrics by stage]
| step | std cells | utilization (%) | hold WS (ns) |
|---|---|---|---|
| after global placement | 204 | 35.4 | 0.489 |
| after CTS | 221 | 38.2 | 0.508 |
| after global routing | 226 | 39.2 | 0.526 |
| final | 226 | 39.2 | 0.507 |
| after floorplan | 123 | - | 0.476 |
| after detailed placement | 204 | 35.4 | 0.492 |
[per-layer routing]
| layer | part of all wire [%] | GRT usage [%] | wire length, um |
|---|---|---|---|
| met1 | 48 | 15.7 | 1360 |
| met2 | 45 | 16.7 | 1250 |
| met3 | 6.0 | 2.55 | 168 |
| met4 | 1.0 | 1.15 | 29 |
| met5 | 0 | 0 | 0 |
[critical path, delay by kind of cell (launching register included)]
kind            cells  cell delay, ns
mux                 1            0.13
buf+inv             1            0.20
flops               1            0.38
compound gates      1            0.36
[state kept, by name, indices dropped and copies added (netlist names)]
register,count
UUT.count,2
reg0,8
reg1,8
reg3,8
reg2,8
[power breakdown]
part	internal, uW	switching (uW)	total (uW)
registers	837	68.3	905
logic	265	115	380
clock network	304	243	547
total	1410	426	1830
[placed cells by master (no fill, tap or decap)]
| cell type | n |
|---|---|
| sky130_fd_sc_hd__dfrtp_1 | 32 |
| sky130_fd_sc_hd__mux2_4 | 23 |
| sky130_fd_sc_hd__buf_4 | 16 |
| sky130_fd_sc_hd__inv_1 | 11 |
| sky130_fd_sc_hd__clkdlybuf4s50_1 | 10 |
| sky130_fd_sc_hd__nand2_1 | 8 |
| sky130_fd_sc_hd__o21ai_0 | 8 |
| sky130_fd_sc_hd__a222oi_1 | 8 |
| sky130_fd_sc_hd__mux2i_1 | 8 |
| sky130_fd_sc_hd__clkdlybuf4s15_1 | 8 |
| sky130_fd_sc_hd__clkbuf_8 | 6 |
| sky130_fd_sc_hd__ha_1 | 4 |
| sky130_fd_sc_hd__nor2_1 | 3 |
| sky130_fd_sc_hd__dlxtn_1 | 2 |
| sky130_fd_sc_hd__conb_1 | 2 |
| sky130_fd_sc_hd__clkinv_2 | 2 |
| sky130_fd_sc_hd__or2_2 | 1 |
| sky130_fd_sc_hd__xor2_1 | 1 |
| sky130_fd_sc_hd__mux2_2 | 1 |
| sky130_fd_sc_hd__buf_2 | 1 |
| sky130_fd_sc_hd__dlymetal6s2s_1 | 1 |
[kinds of logic after synthesis]
logic type / after synthesis / synth area share, %
multiplexers: 32 / 26.4
flip-flops: 32 / 48.4
buffers and inverters: 22 / 9.45
AND-OR/OR-AND: 16 / 7.26
AND/OR/NAND/NOR: 12 / 2.87
adder cells (fa/ha/maj): 4 / 3.03
latches: 2 / 1.82
other: 1 / 0.227
XOR/XNOR: 1 / 0.530
Power is estimated from default activity; no workload was simulated.
