`./config.mk`:
```
export PLATFORM = sky130hd
export DESIGN_NAME = Thirty_Two_Bit_Full_Adder_for
export DESIGN_NICKNAME = Thirty_Two_Bit_Full_Adder_for
export VERILOG_FILES = /design/flow/design.v
export SDC_FILE = /design/flow/constraint.sdc
export NUM_CORES = 4
export LEC_CHECK = 1
export CORE_AREA = 10 10 103 103
export DIE_AREA = 0 0 113 113
```
`./constraint.sdc`:
```
current_design Thirty_Two_Bit_Full_Adder_for

set clk_period 29.3
set clk_io_pct 0.2

create_clock -name clk0 -period $clk_period

set non_clock_inputs [all_inputs -no_clocks]
set_input_delay [expr $clk_period * $clk_io_pct] -clock clk0 $non_clock_inputs
set_output_delay [expr $clk_period * $clk_io_pct] -clock clk0 [all_outputs]
```
`./design.v`:
```
`timescale 1ns / 1ps
module Thirty_Two_Bit_Full_Adder_for(x,y,s);
input [31:0] x, y;
output [31:0] s;
wire [32:0] c; 
assign c[0] = 32'b0000_0000_0000_0000_0000_0000_0000_0000;
genvar i;
for (i = 0; i < 32; i = i + 1)
begin 	
	assign c[i+1] = (x[i] & y[i]) | ((x[i] ^ y[i]) & c[i]);
	assign s[i] = x[i] ^ y[i] ^ c[i];
end
endmodule
```
`./run.sh`:
```
#!/bin/bash
# OpenROAD 26Q1-2900-gdf79404cd8, Yosys 0.63+post, stock flow scripts
make -C /OpenROAD-flow-scripts/flow DESIGN_CONFIG=/design/flow/config.mk WORK_HOME=/design/flow/orfs finish
```
==> git commit body <==
Add synthesis and place-and-route results

* Global-route wire length before repair: between 5000 and 6000 µm
* Critical path capture point type: output pin
* Total routing resource utilization after global routing: around 5.3%
- The synthesized netlist occupies a cell area of between 600 and 700 µm².
* Cell with the largest stage delay on the worst path: clkdlybuf4s50_1
- Instance count after placement with tap cells included: ~230
- Final RePlAce weighted congestion: 0.820
- Total setup violations reported at the end of the flow: 0
- Critical path start-end classification: input pin to output pin
- Initial antenna violation count: 0
- Relative slew margins: between 90% and 100%
- The tool flagged a number of max-cap violations equal to 0.
- The layout has 0 clock buffers.
* Cell type with the highest occurrence count on the critical path: fa_1
* Largest logic family: adder cells
- Post-route period utilization is reported as between 80% and 90%.
- Leaving out fill and tap cells, the most frequent cells in the layout are clkdlybuf4s50_1, fa_1, xor3_1, ha_1.
* Number of standard cells after synthesis: 32
- Drt first pass iters: 2
- Main area contributors: fa_1, xor3_1, ha_1
- Per the repair_timing log after CTS, setup buffers inserted total 0.
- between 90 and 100 I/O pins were placed.
* Final routed wirelength across all metal layers: 3640 µm
* Starting density of the core: under 10%
- Worst Hold Path Cells: 3
- After synthesis, the share of cell area in mux cells is 0%.
- Post-CTS repair ended up resizing 0 cells.
- Max-slew violation total from the final report: 0
* RSZ-0062 raised after global routing: no
* Die W: between 100 and 150 µm
- Post-Layout Inst Area: 1730 µm²
- Time the worst path needs with I/O delays and setup: 25.01 ns
- The detail route stage leaves a number of antenna-violating nets equal to 0.
- Summed negative setup slack over all endpoints: 0 ns
- Critical Path Max Stage Delay: between 0.4 and 0.5 ns
- Area growth syn-to-layout: 172%
- The number of global-route vias before repair came to between 900 and 1,000.
* Achievable clock frequency: 40.0 MHz
- Fraction of layout cells with a size suffix above 1: 0%
- Status: completed
* Number of buffers inserted for hold repair after clock tree synthesis: 0
- According to the timing report, the arrival time at the worst endpoint equals between 15 and 20 ns.
- DRC violations left: 0
- Number of cells in the yosys synthesis report: 32
- Counting the warning lines in the Yosys log gives 0.
- Final sequential cell count: 0
- Required time worst endpoint: 23.44 ns
- Power density over the cells: 21.5 nW/µm²
- Die Span Y: approximately 110 µm
- Hold timing on the final database bottoms out at a slack of 12.71 ns.
* Number of placement rows: 33
- After global routing the overflow that remains totals 0.
- STA classifies the critical path startpoint as an input pin.
* Reg area: 0 µm²
- The cell-mix breakdown from Yosys lists the compound-gate area share as 0%.
- Once layout is complete, the cells apart from fillers number about 230.
* Static leakage power: a little over 0.6 nW
* Total cell area at the placement stage: 1730 µm²
* Number of fillers in the final layout: approximately 900
* Post-synthesis share of cell area spent on and, or, nand and nor gates: 0%
- After detailed routing, the average wire length per cell comes to between 15 and 20 µm.
* Pin count of the biggest net entering global routing: 2
* Core area: between 8000 and 9000 µm²
- Most common library cell in the layout ignoring fill and taps: clkdlybuf4s50_1
- Measured on the finished design, the core utilization comes to 20.8%.
* Xor and xnor area share after synthesis: under 10%
- Final count of hold timing violations: 0
- Total Power Consumption: 0.0372 mW
- In this run the worst hold path is classified as input pin to output pin.
- Antenna repair during routing inserted a diode count of 0.
* Worst-path maximum fanout: 1
- Dominant cell type by area after synthesis: fa_1
* Drt via density: 3.00
- Area occupied by multi-input gates: 637 µm²
* Top-area cell share: 94.3%
- Once routing completed, OpenROAD measured the worst setup slack at roughly 4.3 ns.
- The number of different library cells used by synthesis comes to 3.
- IO Port Bufs: about 96
- The cell-mix breakdown from Yosys lists the adder-cell area share as 96.3%.
- Sequential share of the synthesized area: 0%
- Post-synthesis, Yosys gives the total cell area as between 600 and 700 µm².
- The logs give a warning total of 32.
- Post-synthesis area per instance: about 20 µm²
- Overall via count from detail_route: roughly 700
- DP Wirelength: 3580 µm
* Worst slack at placement: roughly 4.2 ns
* Area enclosed by the die boundary: between 10,000 and 15,000 µm²
- The worst VDD IR drop from the latest analysis is approximately 0.0000076 V.
- Initial drt markers: 10
* Slew @ Worst Pin: ~0.13 ns
metal layers:
layer	vias up	global-route usage, %	routed length (µm)
li1	290	-	-
met1	318	6.20	1400
met2	92	7.72	1370
met3	0	4.81	860
met4	0	0	0
met5	-	0	0
Yosys cell counts:
master / instances
fa_1: 30
ha_1: 1
xor3_1: 1
power breakdown:
part / leakage, nW / internal (mW) / switching [mW]
Clock: 0 / 0 / 0
Combinational: 0.619 / 0.0271 / 0.0101
Sequential: 0 / 0 / 0
Total: 0.619 / 0.0271 / 0.0101
layout make-up:
class              count  area share, %
well taps            105           7.60
multi-input cells     32           36.8
repair buffers        96           55.6
critical path: cells and delay by family:
family                   cells  cell delay (ns)
buffers and inverters        2             0.88
adder cells (fa/ha/maj)     31            12.02
XOR/XNOR                     1             0.37
path summary, 6_finish.rpt:
| path | startpoint | to |
|---|---|---|
| max | y[0] | s[31] |
| min | x[31] | s[31] |
logic make-up (layout without fill, tap and decap cells):
logic type  count (synthesis)  after routing
buf+inv                     0             96
fa+ha+maj                  31             31
xor+xnor                    1              1
No activity file was given, so power comes from the tool's default toggle rates.
