$ cat design/flow/config.mk
export PLATFORM = sky130hd
export DESIGN_NAME = Thirty_Two_Bit_Full_Adder
export DESIGN_NICKNAME = Thirty_Two_Bit_Full_Adder
export VERILOG_FILES = /design/flow/design.v
export SDC_FILE = /design/flow/constraint.sdc
export NUM_CORES = 4
export LEC_CHECK = 1
export CORE_AREA = 10 10 104 104
export DIE_AREA = 0 0 114 114
$ cat design/flow/constraint.sdc
current_design Thirty_Two_Bit_Full_Adder

set clk_period 29.9
set clk_io_pct 0.2

create_clock -name clk0 -period $clk_period

set non_clock_inputs [all_inputs -no_clocks]
set_input_delay [expr $clk_period * $clk_io_pct] -clock clk0 $non_clock_inputs
set_output_delay [expr $clk_period * $clk_io_pct] -clock clk0 [all_outputs]
$ cat design/flow/design.v
`timescale 1ns / 1ps
module Full_Adder(x, y, z, s, c);
input x, y, z;
output s, c;
wire s1, c1, c2;
assign s1 = x^y;
assign c1 = x&y;
assign c2 = s1&z;
assign s = s1^z;
assign c = c1|c2;
endmodule
`timescale 1ns / 1ps
module Half_Adder(x, y, s, c);
input x, y;
output s, c;
assign s = x^y;
assign c = x&y;
endmodule
`timescale 1ns / 1ps
module Thirty_Two_Bit_Full_Adder(x, y, s, c31);
input [31:0] x, y;
output [31:0] s;
output c31;
wire [30:0] c; 
Half_Adder ha1(.x(x[0]),.y(y[0]),.s(s[0]),.c(c[0]));
Full_Adder fa1(.x(x[1]),.y(y[1]),.z(c[0]),.s(s[1]),.c(c[1]));
Full_Adder fa2(.x(x[2]),.y(y[2]),.z(c[1]),.s(s[2]),.c(c[2]));
Full_Adder fa3(.x(x[3]),.y(y[3]),.z(c[2]),.s(s[3]),.c(c[3]));
Full_Adder fa4(.x(x[4]),.y(y[4]),.z(c[3]),.s(s[4]),.c(c[4]));
Full_Adder fa5(.x(x[5]),.y(y[5]),.z(c[4]),.s(s[5]),.c(c[5]));
Full_Adder fa6(.x(x[6]),.y(y[6]),.z(c[5]),.s(s[6]),.c(c[6]));
Full_Adder fa7(.x(x[7]),.y(y[7]),.z(c[6]),.s(s[7]),.c(c[7]));
Full_Adder fa8(.x(x[8]),.y(y[8]),.z(c[7]),.s(s[8]),.c(c[8]));
Full_Adder fa9(.x(x[9]),.y(y[9]),.z(c[8]),.s(s[9]),.c(c[9]));
Full_Adder fa10(.x(x[10]),.y(y[10]),.z(c[9]),.s(s[10]),.c(c[10]));
Full_Adder fa11(.x(x[11]),.y(y[11]),.z(c[10]),.s(s[11]),.c(c[11]));
Full_Adder fa12(.x(x[12]),.y(y[12]),.z(c[11]),.s(s[12]),.c(c[12]));
Full_Adder fa13(.x(x[13]),.y(y[13]),.z(c[12]),.s(s[13]),.c(c[13]));
Full_Adder fa14(.x(x[14]),.y(y[14]),.z(c[13]),.s(s[14]),.c(c[14]));
Full_Adder fa15(.x(x[15]),.y(y[15]),.z(c[14]),.s(s[15]),.c(c[15]));
Full_Adder fa16(.x(x[16]),.y(y[16]),.z(c[15]),.s(s[16]),.c(c[16]));
Full_Adder fa17(.x(x[17]),.y(y[17]),.z(c[16]),.s(s[17]),.c(c[17]));
Full_Adder fa18(.x(x[18]),.y(y[18]),.z(c[17]),.s(s[18]),.c(c[18]));
Full_Adder fa19(.x(x[19]),.y(y[19]),.z(c[18]),.s(s[19]),.c(c[19]));
Full_Adder fa20(.x(x[20]),.y(y[20]),.z(c[19]),.s(s[20]),.c(c[20]));
Full_Adder fa21(.x(x[21]),.y(y[21]),.z(c[20]),.s(s[21]),.c(c[21]));
Full_Adder fa22(.x(x[22]),.y(y[22]),.z(c[21]),.s(s[22]),.c(c[22]));
Full_Adder fa23(.x(x[23]),.y(y[23]),.z(c[22]),.s(s[23]),.c(c[23]));
Full_Adder fa24(.x(x[24]),.y(y[24]),.z(c[23]),.s(s[24]),.c(c[24]));
Full_Adder fa25(.x(x[25]),.y(y[25]),.z(c[24]),.s(s[25]),.c(c[25]));
Full_Adder fa26(.x(x[26]),.y(y[26]),.z(c[25]),.s(s[26]),.c(c[26]));
Full_Adder fa27(.x(x[27]),.y(y[27]),.z(c[26]),.s(s[27]),.c(c[27]));
Full_Adder fa28(.x(x[28]),.y(y[28]),.z(c[27]),.s(s[28]),.c(c[28]));
Full_Adder fa29(.x(x[29]),.y(y[29]),.z(c[28]),.s(s[29]),.c(c[29]));
Full_Adder fa30(.x(x[30]),.y(y[30]),.z(c[29]),.s(s[30]),.c(c[30]));
Full_Adder fa31(.x(x[31]),.y(y[31]),.z(c[30]),.s(s[31]),.c(c31));
endmodule
$ cat design/flow/run.sh
#!/bin/bash
# OpenROAD 26Q1-2900-gdf79404cd8, Yosys 0.63+post, stock flow scripts
make -C /OpenROAD-flow-scripts/flow DESIGN_CONFIG=/design/flow/config.mk WORK_HOME=/design/flow/orfs finish
==> out/qor.yml <==
status: "complete, no violations"
n_antenna_cell: 0
yosysWarningCount: 0
fillers: 965
antenna_left: 0
drcViolationCount: 0
grt_max_degree: 2
drtIter0Drc: 6
drv_cap: 0
die_w_um: 114
cts_hold_buf: 0
finalWeightedCongestion: 0.728
n_clock_buffer: 0
yosysSeqAreaShare_pct: 0
wl_per_cell_um: 12.5
p_leak_nw: 0.642
fin_tns_setup_ns: 0
synth_cells: 69
fp_util_pct: 10.3
ys_area_um2: 892
ys_types: 4
lay_top_count: "clkdlybuf4s50_1"
crit_arrival_ns: 19.36
syn_to_final_growth_pct: 97.1
avgSynthCellArea_um2: 12.9
grt_pass1_vias: 914
min_from: "x[0]"
post_cts_resized: 0
drive_above_1_share_pct: 0
min_path_type: "in -> out"
finalClockPeriodUsage_pct: 84.7
ys_cells: 69
hold_violations: 0
track_usage_pct: 4.65
power_per_cell_area_nw_per_um2: 19.8
rsz0062_at_grt: "no"
setup_viol: 0
post-route-min-period_ns: 25.34
hold_end: "s[0]"
hold_path_depth: 3
ff_latch_area_um2: 0
critPathSlowestCell: "clkdlybuf4s50_1"
critical_path_class: "in -> out"
ios: 97
drtPass1Iterations: 3
flops: 0
startpoint_type: "input port"
worstPathRequired_ns: 23.92
max_stage_delay_ns: 0.47
crit_top_cell: "fa_1"
drt_wl_total_mm: 3.02
mostFrequentLayoutCells: "clkdlybuf4s50_1 (97), fa_1 (31), inv_1 (5)"
total_power_mw: 0.0349
die-area_um2: 13000
slew_violations: 0
ir_drop_uv: 7.69
die_y_um: 114
overflow: 0
viasPerCell: 2.92
grt_pass1_wl_mm: 4.88
worst-path-max-fanout: 1
tool_warnings: 32
setup_slack_ns: 4.56
vias: 706
post_cts_buffers: 0
tightest_slew_ns: 0.120
dp_slack_ns: 4.48
whs_ns: 12.99
rows: 34
fin_util_pct: 20.3
antenna_found_initial: 0
dp_hpwl_mm: 3.03
syn_area_um2: 892
max_slew_margin_pct: 92.0
crit_path_end_kind: "output port"
port_buffers: 97
fmax_mhz: 39.5
placeableCoreArea_um2: 8680
==> worst max-delay path by stage <==
stage	start	to	slack (ns)	cells past startpoint
final	y[0]	s[31]	4.56	36
after global routing	y[0]	s[31]	4.09	36
after CTS	y[0]	s[31]	4.49	36
==> stage by stage <==
stage / std cells / area (µm²)
floorplan: 69 / 892
global placement: 242 / 1760
detailed placement: 242 / 1760
CTS: 242 / 1760
global route: 242 / 1760
finish: 242 / 1760
==> final cells by class <==
cell class	count	area (µm²)	area share (%)
Timing Repair Buffer	97	971	55.2
Multi-Input combinational cell	32	633	36.0
Tap cell	108	135	7.69
Inverter	5	18.8	1.07
==> cell usage after synthesis <==
cell type	count	share of area [%]
fa_1	31	70
inv_1	5	2.1
buf_4	32	27
ha_1	1	1.4
==> per-layer routing <==
metal	vias to the layer above	GRT usage [%]	wire length, µm
met5	-	0	0
li1	301	-	-
met2	96	5.54	801
met1	309	5.91	1280
met3	0	5.00	931
met4	0	0	0
==> worst max-delay path: cells and delay by family <==
kind       cells  cell delay, ns
fa+ha+maj     32           12.33
buf+inv        4            1.02
==> power breakdown <==
group	total (mW)	internal, mW	leakage [nW]	switching [mW]
registers	0	0	0	0
logic	0.0349	0.0259	0.642	0.00897
clock network	0	0	0	0
total	0.0349	0.0259	0.642	0.00897
==> cells by family after synthesis <==
kind of cell | Yosys count | synth area share [%]
adders and majority gates | 32 | 71.0
buffers and inverters | 37 | 29.0
Power figures rest on the tool's default switching activity, not on a simulated workload.
